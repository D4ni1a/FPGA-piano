==> flow/design.v <==
module beeper #(parameter WIDTH=32) (
	input clk,
	input enable,
	input [WIDTH-1:0] tone,
	output reg q = 1'b1
);
	reg [WIDTH-1:0] ctr = {WIDTH{1'b0}};
	always @(posedge clk) begin
		if (!enable) begin
			q <= 1'b1;
			ctr <= {WIDTH{1'b0}};
		end else begin
			if (ctr == tone) begin
				q <= ~q;
				ctr <= 1'b0;
			end else begin
				ctr <= ctr + 1'b1;
			end
		end
	end
endmodule
module selector #(
	parameter INPUT = 50000000,
	parameter WIDTH = $clog2(INPUT / 131 / 2 - 1)
) (
	input b, a, g, f, e, d, c, p1, p2,
	output reg [WIDTH-1:0] tone
);
localparam FREQ_B1 = 494;
localparam FREQ_A1 = 440;
localparam FREQ_G1 = 392;
localparam FREQ_F1 = 349;
localparam FREQ_E1 = 330;
localparam FREQ_D1 = 294;
localparam FREQ_C1 = 262;
localparam FREQ_B2 = 494;
localparam FREQ_A2 = 440;
localparam FREQ_G2 = 392;
localparam FREQ_F2 = 349;
localparam FREQ_E2 = 330;
localparam FREQ_D2 = 294;
localparam FREQ_C2 = 262;
localparam FREQ_B3 = 494;
localparam FREQ_A3 = 440;
localparam FREQ_G3 = 392;
localparam FREQ_F3 = 349;
localparam FREQ_E3 = 330;
localparam FREQ_D3 = 294;
localparam FREQ_C3 = 262;
localparam TONE_B1 = INPUT / 247 / 2 - 1;
localparam TONE_A1 = INPUT / 220 / 2 - 1;
localparam TONE_G1 = INPUT / 196 / 2 - 1;
localparam TONE_F1 = INPUT / 175 / 2 - 1;
localparam TONE_E1 = INPUT / 165 / 2 - 1;
localparam TONE_D1 = INPUT / 148 / 2 - 1;
localparam TONE_C1 = INPUT / 131 / 2 - 1;
localparam TONE_B2 = INPUT / 494 / 2 - 1;
localparam TONE_A2 = INPUT / 440 / 2 - 1;
localparam TONE_G2 = INPUT / 392 / 2 - 1;
localparam TONE_F2 = INPUT / 349 / 2 - 1;
localparam TONE_E2 = INPUT / 330 / 2 - 1;
localparam TONE_D2 = INPUT / 294 / 2 - 1;
localparam TONE_C2 = INPUT / 262 / 2 - 1;
localparam TONE_B3 = INPUT / 523 / 2 - 1;
localparam TONE_A3 = INPUT / 587 / 2 - 1;
localparam TONE_G3 = INPUT / 659 / 2 - 1;
localparam TONE_F3 = INPUT / 698 / 2 - 1;
localparam TONE_E3 = INPUT / 784 / 2 - 1;
localparam TONE_D3 = INPUT / 880 / 2 - 1;
localparam TONE_C3 = INPUT / 988 / 2 - 1;
always @(*) begin
	if(b && !p1 && !p2)
		tone = TONE_B1[WIDTH-1:0];
	else if (a && !p1 && !p2)
		tone = TONE_A1[WIDTH-1:0];
	else if (g && !p1 && !p2)
		tone = TONE_G1[WIDTH-1:0];
	else if (f && !p1 && !p2)
		tone = TONE_F1[WIDTH-1:0];
	else if (e && !p1 && !p2)
		tone = TONE_E1[WIDTH-1:0];
	else if (d && !p1 && !p2)
		tone = TONE_D1[WIDTH-1:0];
	else if(c && !p1 && !p2)
		tone = TONE_C1[WIDTH-1:0];
	else if(b && ((p1 && !p2) || (!p1 && p2)))
		tone = TONE_B2[WIDTH-1:0];
	else if (a && ((p1 && !p2) || (!p1 && p2)))
		tone = TONE_A2[WIDTH-1:0];
	else if (g && ((p1 && !p2) || (!p1 && p2)))
		tone = TONE_G2[WIDTH-1:0];
	else if (f && ((p1 && !p2) || (!p1 && p2)))
		tone = TONE_F2[WIDTH-1:0];
	else if (e && ((p1 && !p2) || (!p1 && p2)))
		tone = TONE_E2[WIDTH-1:0];
	else if (d && ((p1 && !p2) || (!p1 && p2)))
		tone = TONE_D2[WIDTH-1:0];
	else if(c && ((p1 && !p2) || (!p1 && p2)))
		tone = TONE_C2[WIDTH-1:0];
	else if(b && p1 && p2)
		tone = TONE_B3[WIDTH-1:0];
	else if (a && p1 && p2)
		tone = TONE_A3[WIDTH-1:0];
	else if (g && p1 && p2)
		tone = TONE_G3[WIDTH-1:0];
	else if (f && p1 && p2)
		tone = TONE_F3[WIDTH-1:0];
	else if (e && p1 && p2)
		tone = TONE_E3[WIDTH-1:0];
	else if (d && p1 && p2)
		tone = TONE_D3[WIDTH-1:0];
	else if (c && p1 &&p2)
		tone = TONE_C3[WIDTH-1:0];
end
endmodule
module top(
	input clk,
	input s1, s2, s3, s4, s5, s6, s7, 
	input sw1, sw2,
	output q
);
	localparam INPUT = 50000000;
	localparam WIDTH = $clog2(INPUT / 131 / 2 - 1);
	wire [WIDTH-1:0] tone;
	selector #(INPUT, WIDTH) selector(s1, s2, s3, s4, s5, s6, s7, sw1, sw2, tone);
	beeper #(WIDTH) beeper(clk, s1 | s2 | s3 | s4 | s5 | s6 | s7, tone, q);
endmodule
==> flow/run.sh <==
#!/bin/bash
# OpenROAD 26Q1-2900-gdf79404cd8, Yosys 0.63+post, stock flow scripts
make -C /OpenROAD-flow-scripts/flow DESIGN_CONFIG=/design/flow/config.mk WORK_HOME=/design/flow/orfs finish
==> flow/config.mk <==
export PLATFORM = sky130hd
export DESIGN_NAME = top
export DESIGN_NICKNAME = top
export VERILOG_FILES = /design/flow/design.v
export SDC_FILE = /design/flow/constraint.sdc
export NUM_CORES = 4
export LEC_CHECK = 1
export CORE_UTILIZATION = 40
==> flow/constraint.sdc <==
current_design top

set clk_period 4.5
set clk_io_pct 0.2

create_clock -name clk0 -period $clk_period [get_ports {clk}]

set non_clock_inputs [all_inputs -no_clocks]
set_input_delay [expr $clk_period * $clk_io_pct] -clock clk0 $non_clock_inputs
set_output_delay [expr $clk_period * $clk_io_pct] -clock clk0 [all_outputs]
==> impl_metrics.yaml <==
# generated from flow reports
final_timing:
  setup_viol: 0
  drv_slew: 0
  fin_worst_skew_ns: 0.001273
  fin_crit_sh_pct: 68.65
  unconstrained_endpoints: 18
  fin_tns_setup_ns: 0
  unclocked_pins: 18
  finalHoldViolCount: 0
  rsz0062_at_grt: "no"
  hold_ws_ns: 0.5187
  period_needed_ns: 3.089
  slew_headroom_pct: 56.66
  tightest_slew_ns: 0.6477
  max_freq_mhz: 323.7
floorplanning:
  initCoreUtil_pct: 42.11
  num_rows: 27
  die_area_sq_um: 6179
  pin_count: 11
  die_w_um: 78.61
  placeableCoreArea_sq_um: 5574
  die_h_um: 78.61
clocking:
  clockBufferDepth: 2
  postCtsSetupBuffers: 0
  path_clk_slew_ns: 0.07
  htreeDepth: 1
  cts_buffers: 3
  cts_tree: "done"
  clkLatencyLatePin_ns: 0.25
  cts_resized: 0
  postCtsHoldBufs: 0
  root_buffer: "clkbuf_8"
power_and_ir_drop:
  p_total_uw: 682.8
  power_density_nw_per_um2: 274.5
  p_leak_nw: 0.9083
  ir_worst_vdd_v: 0.0002000
logic_synthesis:
  yosysTopAreaCellShare_pct: 16.20
  yosysTopAreaCell: "dfxtp_1"
  yosys_area_sq_um: 2347
  yosys_warnings: 2
  yosys-stat-cells: 316
  ff_type: "dfxtp_1"
  ys.flops: 37
  async_flop_share_pct: 0
  syn_area_per_cell_sq_um: 7.428
  synth_cell_types: 59
  syn_inst: 316
  syn_area_sq_um: 2347
  edf_count: 0
  top_cells_by_area: "dfxtp_1 16%, dlxtn_1 12%, xor2_1 10%"
finish:
  syn2layout_area_growth_pct: 5.970
  layout_top_cell: "o21ai_0"
  final_cells: 381
  lay_top_cells: "30 x o21ai_0, 28 x xor2_1, 26 x nor2_1"
  layout-drive-gt1-share_pct: 7.443
placement:
  dp_hpwl_um: 4124
  gp_congestion: 0.9343
  portBuffers: 10
  post-place-cells: 377
route:
  drt-initial-drc-count: 134
  firstDrtPassIters: 4
  wire_per_inst_um: 15.04
  antenna_cells: 0
  routed_wl_um: 5732
  via_per_inst: 5.882
  drtAntennaViolNets: 0
  drc: 0
  vias: 2241
critical_path:
  timing.critical_path.from: "s3"
  cp.arrival_ns: 3.21
  critPathMaxFanout: 22
  r2r_slack_ns: 2.75
  r2r_start: "beeper.ctr[5]"
  crit_path_end_kind: "flip-flop"
  critPathLaunchType: "primary input"
  worst-setup-path-type: "in2reg"
  critical_path_required_ns: 4.62
global_routing:
  grt_use_total_pct: 19.56
  grt_busiest_layer: "met2"
  grt_util_met1_pct: 29.34
  grt_max_degree: 39
  antenna_found_initial: 0
  overflow: 0
  grt_pass1_wl_um: 9556
  use_met2_pct: 31.83
  grt_pass1_vias: 1928
  globalRouteMet3Util_pct: 0.5903
min_path:
  worstHoldStart: "beeper.ctr[0]"
  min_path_type: "reg2reg"
flow_run:
  tool_warnings: 25
  max_cap_violations: 0
run_status:
  status: "finished clean"
## Yosys cell counts, types with 2 or more instances
cell,n
o21ai_0,30
xor2_1,28
nor2_1,26
nor3_1,24
a21oi_1,23
nand2_1,22
dfxtp_1,19
dlxtn_1,18
buf_2,11
clkbuf_1,8
nand3_1,8
xnor2_1,7
o31ai_1,5
a211oi_1,4
a221oi_1,4
inv_1,4
nand4_1,4
a22o_1,3
a31oi_1,3
and3_1,3
buf_4,3
nor2b_1,3
nor4_2,3
o21ai_1,3
o22ai_1,3
or2_2,3
or3_1,3
a22oi_1,2
a2bb2oi_1,2
buf_6,2
nand2b_1,2
nand3_2,2
nor3b_1,2
o211ai_1,2
o32ai_1,2
or2_1,2
## path summary, 6_finish.rpt
kind,end,depth (start not counted)
max,beeper.ctr[2],5
min,beeper.ctr[0],1
max reg2reg,beeper.ctr[12],5
min reg2reg,beeper.ctr[0],1
## layout make-up
| cell class | count | area [sq um] |
|---|---|---|
| repair buffers | 15 | 137.6 |
| fillers | 548 | 3087 |
| well taps | 72 | 90.09 |
| multi-input cells | 248 | 1545 |
| inverters | 5 | 18.77 |
| clock buffers | 4 | 45.04 |
| flip-flops and latches | 37 | 650.6 |
## power breakdown
group	switching (mW)	total, mW	internal [mW]
logic	0.141	0.264	0.123
clock network	0.0507	0.113	0.0627
registers	0.0772	0.306	0.228
## worst max-delay path: stages
cell             delay (ns)
clkdlybuf4s50_1        0.73
or3_1                  0.61
nor3_4                 0.54
buf_4                  0.34
nor3_1                 0.08
## cell families after synthesis
group | share of synthesized area, %
AND/OR/NAND/NOR | 26.81
AND-OR/OR-AND | 24.73
XOR/XNOR | 13.06
buffers and inverters | 6.716
flip-flops | 16.20
latches | 11.51
adder cells (fa/ha/maj) | 0.9594
## per-layer routing
| layer | wire (um) | vias up |
|---|---|---|
| li1 | - | 1121 |
| met1 | 2614 | 1022 |
| met2 | 2693 | 88 |
| met3 | 321 | 10 |
| met4 | 103 | 0 |
| met5 | 0 | - |
## per-stage QoR
step,setup slack [ns],area [sq um],utilization [%]
after floorplan,2.319,2347,-
after global placement,1.199,2442,43.82
after detailed placement,1.146,2442,43.82
after CTS,1.415,2487,44.62
after global routing,1.216,2487,44.62
final,1.411,2487,44.62
## registers in the layout, indices dropped and copies added (netlist names)
register,cells
selector.tone,18
beeper.ctr,18
beeper.q,1
Power and IR drop assume default switching activity.
